## ./design.v

```verilog
`timescale 1ns / 1ps
module vgac (vga_clk,clrn,d_in,row_addr,col_addr,rdn,r,g,b,hs,vs);  
   input     [11:0] d_in;      
   input            vga_clk;   
   input            clrn;
   output reg [8:0] row_addr;  
   output reg [9:0] col_addr;  
   output reg [3:0] r,g,b;  
   output reg       rdn;       
   output reg       hs,vs;     
   reg [9:0] h_count;  
   always @ (posedge vga_clk) begin
       if (!clrn) begin
           h_count <= 10'h0;
       end else if (h_count == 10'd799) begin
           h_count <= 10'h0;
       end else begin 
           h_count <= h_count + 10'h1;
       end
   end
   reg [9:0] v_count;  
   always @ (posedge vga_clk or negedge clrn) begin
       if (!clrn) begin
           v_count <= 10'h0;
       end else if (h_count == 10'd799) begin
           if (v_count == 10'd524) begin
               v_count <= 10'h0;
           end else begin
               v_count <= v_count + 10'h1;
           end
       end
   end
    wire  [9:0] row    =  v_count - 10'd35;      
    wire  [9:0] col    =  h_count - 10'd143;     
    wire        h_sync = (h_count > 10'd95);     
    wire        v_sync = (v_count > 10'd1);      
    wire        read   = (h_count > 10'd142) &&  
                         (h_count < 10'd783) &&  
                         (v_count > 10'd34)  &&  
                         (v_count < 10'd515);    
    always @ (posedge vga_clk) begin
        row_addr <=  row[8:0];  
        col_addr <=  col;       
        rdn      <= ~read;      
        hs       <=  h_sync;    
        vs       <=  v_sync;    
        r        <=  rdn ? 4'h0 : d_in[11:8];  
        g        <=  rdn ? 4'h0 : d_in[7:4];  
        b        <=  rdn ? 4'h0 : d_in[3:0];  
    end
endmodule
```

## ./run.sh

```bash
#!/bin/bash
# OpenROAD 26Q1-2900-gdf79404cd8, Yosys 0.63+post, stock flow scripts
make -C /OpenROAD-flow-scripts/flow DESIGN_CONFIG=/design/flow/config.mk WORK_HOME=/design/flow/orfs finish
```

## ./config.mk

```make
export PLATFORM = sky130hd
export DESIGN_NAME = vgac
export DESIGN_NICKNAME = vgac
export VERILOG_FILES = /design/flow/design.v
export SDC_FILE = /design/flow/constraint.sdc
export NUM_CORES = 4
export LEC_CHECK = 1
export CORE_UTILIZATION = 30
```

## ./constraint.sdc

```tcl
current_design vgac

set clk_period 2.9
set clk_io_pct 0.2

create_clock -name clk0 -period $clk_period [get_ports {vga_clk}]

set non_clock_inputs [all_inputs -no_clocks]
set_input_delay [expr $clk_period * $clk_io_pct] -clock clk0 $non_clock_inputs
set_output_delay [expr $clk_period * $clk_io_pct] -clock clk0 [all_outputs]
```

==> ci_impl_report.md <==
### Metrics collected by this job

| Metric | Value |
|---|---|
| Clk ins delay skew pair | 0.30 ns |
| Routed WL | 3960 um |
| Clock-pin slew on the worst setup and hold paths | 0.09 ns |
| Io pins | 48 |
| Post CTS Setup Buffer Count | 0 |
| CP arrival | 2.25 ns |
| # rows | 30 |
| Async set-reset flop share out of synthesis | 18.5% |
| CTS sink cnt | 54 |
| Post-route DRC | 0 |
| Max Cap Viol | 0 |
| Core Area | roughly 0.0068 mm^2 |
| Maximum vdd drop | 0.184 mV |
| Required @ worst endpoint | 3.09 ns |
| Number of port buffers | 47 |
| Initial antenna violation count | 0 |
| Synth warnings | 1 |
| Setup WS post-layout | between 0.8 and 0.9 ns |
| Max incr delay on CP | 0.43 ns |
| Routability cong. | 0.840 |
| DP HPWL | 2590 um |
| Synth flops | about 54 |
| Htree depth | 2 |
| CTS Buf Count | 5 |
| Leak | between 1 and 1.5 nW |
| CTS tree | yes |
| Height of the die | between 80 and 90 um |
| GRT overflow | 0 |
| Setup_tns | 0 ns |
| Power Density | 496 mW/mm^2 |
| Share of layout cells above drive strength 1 | 7.17% |
| Critical Path End Type | flop |
| Total Routing Usage GR | 11.0% |
| CP max-delay cell | nand4_1 |
| Syn Std Cell Area | 0.00211 mm^2 |
| RSZ-0062 raised after global routing | false |
| Clock Skew | 0.00657 ns |
| Root Driver | clkbuf_8 |
| Design Area, Final | 0.00276 mm^2 |
| Routed length per instance | between 10 and 15 um |
| Largest net degree at the start of global routing | 17 |
| Crit-path max FO | 11 |
| Yosys stat area | 0.00211 mm^2 |
| Synth unique cells | 44 |
| Fin crit share | 71.0% |
| Die W | 85.9 um |
| Post-synth EDFFs | 0 |
| Antenna cells | 0 |
| Fin crit period | between 2 and 2.5 ns |
| Worst setup path class | flop to flop |
| TritonRoute pass-1 iters | 4 |
| Dpl ws | about 0.86 ns |
| Total placed cells including tap cells | 325 |
| Drt initial violations | 87 |
| Critical path startpoint category | flop |
| Highest clock rate | around 490 MHz |
| Slew Limit Fails | 0 |
| Resized cells post-CTS | 0 |
| Sequential-to-total area share from yosys stat | 53.6% |
| Worst min-delay path class | flop to flop |
| Number of nets with antenna violations after routing | 0 |
| Die Footprint | approximately 0.0074 mm^2 |
| Fill count | 645 |
| Final Non-Filler Cells | 333 |
| Avg Vias per Cell | 4.43 |
| Final design utilization | 40.6% |
| DP Area | 0.00262 mm^2 |
| Vias | between 1000 and 1500 |
| Fp_density | between 30% and 40% |
| Post-synthesis cell count | around 200 |
| Syn_area_per_cell | between 10 and 15 um^2 |
| Post-cts hold buffer count | 0 |
| Tool warning count | 30 |
| Yosys cell count | 197 |
| Relative slew slack | roughly 68% |
| Number of global-route vias before repair | approximately 1300 |
| Worst-path cell chain | ha_1 > and3_1 > nand4_1 > nor2_1 > mux2_2 |
| CTS max path bufs | 2 |
| Most used flip-flop cell | dfxtp_1 |
| Status | completed |
| Final setup fails | 0 |
| Final hold violations | 0 |
| Global-route wire length before repair | 6360 um |
| Worst-Margin Slew | 0.470 ns |
| Layout area overhead | 30.8% |
worst max-delay path, delay by kind of cell, from the launching register on:
| kind | cells | cell delay [ns] |
|---|---|---|
| simple gates | 3 | 1.02 |
| flops | 1 | 0.40 |
| mux | 1 | 0.34 |
| fa+ha+maj | 1 | 0.20 |
kinds of logic (layout without fill, tap and decap cells):
| kind of cell | after synthesis | after routing | synth area share [%] |
|---|---|---|---|
| AND/OR/NAND/NOR | 67 | 67 | 18.9 |
| flip-flops | 54 | 54 | 53.6 |
| AND-OR/OR-AND | 24 | 24 | 7.94 |
| XOR/XNOR | 22 | 22 | 9.13 |
| buffers and inverters | 20 | 60 | 4.74 |
| adder cells (fa/ha/maj) | 7 | 7 | 4.15 |
| multiplexers | 3 | 3 | 1.54 |
synthesized netlist by cell type (5+ instances only):
library cell / instances / area (um^2)
buf_2: 8 / 40.0
dfrtp_1: 10 / 250
nand4_1: 7 / 43.8
dfxtp_1: 44 / 881
nor3_1: 7 / 35.0
xor2_1: 15 / 131
clkbuf_1: 5 / 18.8
nor2b_1: 13 / 81.3
nor2_1: 10 / 37.5
o21ai_0: 5 / 25.0
xnor2_1: 7 / 61.3
nand2_1: 8 / 30.0
nand3_1: 5 / 25.0
ha_1: 7 / 87.6
per-stage QoR:
| stage | hold WS, ns | power (mW) |
|---|---|---|
| after global routing | 0.484 | 1.43 |
| after floorplan | 0.284 | 0.782 |
| after CTS | 0.470 | 1.39 |
| after global placement | 0.436 | 0.817 |
| after detailed placement | 0.448 | 0.816 |
| final | 0.468 | 1.37 |
layer usage:
metal | wire length [um] | up-vias | part of all wire [%] | global-route usage [%]
met1 | 2080 | 675 | 53 | 18.4
met4 | 26 | 0 | 0.66 | 1.21
met3 | 270 | 2 | 6.8 | 2.93
li1 | - | 745 | - | -
met2 | 1580 | 52 | 40 | 14.9
met5 | 0 | - | 0 | 0
worst paths after layout:
path / startpoint / endpoint / slack [ns] / depth (start not counted)
max in group asynchronous: clrn / v_count[1]$_DFFE_PN0P_ / 2.07 / 2
min in group asynchronous: clrn / v_count[6]$_DFFE_PN0P_ / 0.66 / 2
setup / recovery: h_count[1]$_SDFF_PP0_ / v_count[4]$_DFFE_PN0P_ / 0.84 / 5
hold reg to reg: h_count[0]$_SDFF_PP0_ / col_addr[0]$_DFF_P_ / 0.47 / 1
hold / removal: h_count[0]$_SDFF_PP0_ / col_addr[0]$_DFF_P_ / 0.47 / 1
setup reg to reg: h_count[1]$_SDFF_PP0_ / v_count[4]$_DFFE_PN0P_ / 0.84 / 5
final cells by class:
class,instances,area (um^2),share of cell area (%)
clock buffer,7,108,3.90
clock inverter,1,30.0,1.09
inverter,4,15.0,0.544
multi-input combinational,123,880,31.9
sequential,54,1130,41.0
tap,96,120,4.35
timing repair buffer,48,478,17.3
report_power, final:
group / switching [mW] / internal (mW) / total, mW
sequential: 0.00532 / 0.752 / 0.757
clock: 0.238 / 0.333 / 0.571
combinational: 0.0117 / 0.0303 / 0.0420
flip-flops by register name, indices dropped and copies added (netlist names):
name	cells
col_addr	10
h_count	10
v_count	10
row_addr	9
b	4
g	4
r	4
hs	1
rdn	1
vs	1
layout by cell type (no fill, tap or decap), types with 2 or more instances in the layout:
cell              n
nand4_1           7
o41ai_1           2
dfrtp_1          10
dfxtp_1          44
and2_1            2
xor2_1           15
nand2_1           8
ha_1              7
and4_1            2
o21ai_0           5
a21oi_1           4
clkbuf_8          6
and3_1            4
xnor2_1           7
nor2b_1          13
mux2_2            2
nor2_1           10
clkdlybuf4s50_1  47
nor3_1            7
inv_1             4
nand3_1           5
o31ai_1           3
Power figures rest on the tool's default switching activity, not on a simulated workload.
