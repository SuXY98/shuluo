[run.sh]
#!/bin/bash
# OpenROAD 26Q1-2900-gdf79404cd8, Yosys 0.63+post, stock flow scripts
make -C /OpenROAD-flow-scripts/flow DESIGN_CONFIG=/design/flow/config.mk WORK_HOME=/design/flow/orfs finish
[config.mk]
export PLATFORM = sky130hd
export DESIGN_NAME = Wall_Clock
export DESIGN_NICKNAME = Wall_Clock
export VERILOG_FILES = /design/flow/design.v
export SDC_FILE = /design/flow/constraint.sdc
export NUM_CORES = 4
export LEC_CHECK = 1
export CORE_UTILIZATION = 30
[constraint.sdc]
current_design Wall_Clock

set clk_period 5.7
set clk_io_pct 0.2

create_clock -name clk0 -period $clk_period [get_ports {clk}]

set non_clock_inputs [all_inputs -no_clocks]
set_input_delay [expr $clk_period * $clk_io_pct] -clock clk0 $non_clock_inputs
set_output_delay [expr $clk_period * $clk_io_pct] -clock clk0 [all_outputs]
[design.v]
`timescale 1ns / 1ps
module Wall_Clock(input reset,
						input clk,
						input stop,
						output reg [15:0]Time_out,
						output reg [3:0]s_point
						);
wire [11:0]msecond;
wire [7:0]second;
wire [7:0]minute;
clk_1ms millisecond 	(.clk(clk), .rst(1'b0), .clk_1ms(clk_1ms));  
ms_1000 m13_ms			(.clk(clk_1ms),.reset(1'b0),.ms(msecond),.clk_1s(time_clk_1s));
count_60 	m13_sec(.clk(time_clk_1s), .reset(reset), .six_ten(second),.count_carry(clk_1min));
count_60 	m13_min(.clk(clk_1min), .reset(reset), .six_ten(minute), .count_carry()); 
always@*begin
	if (stop) begin
		Time_out = Time_out;
	end 
	else begin
	Time_out = {minute[7:0],second[7:0]};
	s_point = {second[0],second[0],2'b00};
	end
end
endmodule
`timescale 1ns / 1ps
module clk_1ms(input clk,
					input rst,
					output clk_1ms
					);
reg [31:0] count;
reg second_m;
initial count <= 32'h00000000;
	always @ (posedge clk) begin
		if(rst || (count[31:0]==32'h0000C34F)) begin
			count <= 32'h00000000;
			second_m <= 1;
		end
		else begin
			count[31:0] <= count+1;
			second_m <= 0;
		end
	end
	assign clk_1ms = second_m;
endmodule
`timescale 1ns / 1ps
module count_60(input clk,
					 input reset,
					 output reg[7:0] six_ten,
					 output reg count_carry
					 );
always@(posedge clk ) begin
	if (reset || six_ten[7:0] == 8'b0101_1001)begin
		six_ten <= 8'b00000000;
		count_carry<=1;
	end
	else if (six_ten[3:0] == 4'b1001) begin
		six_ten[3:0] <= 4'b0000;
		six_ten[7:4] <= six_ten[7:4]+1;
	end
	else begin
		six_ten <= six_ten+1;
		count_carry<= 0;
	end
end
endmodule
`timescale 1ns / 1ps
module ms_1000(input clk, 
					input reset, 
					output reg[11:0] ms, 
					output reg clk_1s
					);
always@(posedge clk)begin
	if(reset)begin
		ms <= 0;
	end
	else begin
		if (ms == 12'b1001_1001_1001)begin
			ms <= 0;
			clk_1s <= 1;
		end
		else if (ms[7:0] == 8'b1001_1001)begin
			ms[7:0] <= 0;
			ms[11:8] <= ms[11:8]+1;
		end
		else if(ms[3:0]==4'b1001) begin
			ms[3:0]<=0;
			ms[7:4]<=ms[7:4]+1;
		end
		else begin
			ms[3:0]<=ms[3:0]+1;
			clk_1s<=0;
		end
	end
end
endmodule
==> flow_summary.yaml <==
# physical design summary
timing:
  unclocked_pins: 46
  max_slew.worst_pin.slew_ps: 855.9
  final-setup-viol-count: 0
  period_used_share: 0.3408
  max_clock_freq_ghz: 0.5148
  untimed_endpoints: 64
  hold_viol: 0
  rsz0062_at_grt: "false"
  period_needed_ps: 1943
  slew_viol_final: 0
  tns_ps: 0
  fin_skew_ps: 5.328
  slew_headroom: 0.4246
power_and_ir_drop:
  leakage_nw: 1.261
  p_int_uw: 379.0
  p_comb_frac: 0.013
  seq_power_share: 0.505
  p_sw_frac: 0.1845
  peakVddDrop_mv: 0.1340
  clock_power_share: 0.483
  power.switching_uw: 85.75
  power_per_cell_area_nw_per_um2: 132.2
clock_tree:
  cts_tree: "built"
  ctsHoldBuffers: 0
  cts_buffers: 5
  insertion_delay_ps: 290
  clockRootBuffer: "clkbuf_8"
  cts-resized-gates: 0
  clk_pin_slew_ps: 70
  postCtsSetupBuffers: 0
  htree_levels: 2
  clock_path_buffers: 2
global_route:
  grt_max_degree: 17
  grt.overflow.total: 0
  antenna_found_initial: 0
  grt_pass1_vias: 1914
  grt_pass1_wl_um: 8424
  grt.total_usage: 0.09690
worst_setup_path:
  required_ps: 5850
  path_max_fanout: 10
  crit_chain: "or4_1 -> nor4_1 -> nor4b_4 -> nor2_1"
  criticalPathCategory: "reg -> reg"
  crit_path_top_delay_cell: "or4_1"
  crit_path_start_kind: "flop"
  cpPeakStageDelay_ps: 540
  worst_setup_path_end_kind: "flop"
  crit_arrival_ps: 2090
yosys:
  ys_types: 43
  yosys_cells: 324
  ys_area_sq_um: 3075
  ys.flops: 79
  syn_avg_cell_area_sq_um: 9.492
  synth_cells: 324
  yosysWarnings: 7
  netlist_area_sq_um: 3075
die:
  die_area_sq_um: 10660
  fp_util: 0.3118
  rows: 36
  io_pins: 23
  fp.dieW_um: 103.3
  design.core.area_sq_um: 9864
  die_h_um: 103.3
placement:
  hpwl_um: 3502
  place_congestion: 0.8428
  portBuffers: 20
  placed_cells: 470
routing:
  drt-pass1-iter-count: 4
  drt-vias-per-instance: 4.464
  drtIter0Drc: 87
  vias: 2134
  wire_per_inst_um: 9.847
  antenna_left: 0
  drt-total-wl_um: 4707
  num_antenna_cells: 0
  drc: 0
finish:
  comb_area_sq_um: 1486
  area_growth_pct: 14.32
  ff_latch_area_sq_um: 1501
  drive_gt1_frac: 0.03768
  num-fill-cells: 951
  stdcell_count: 478
run_status:
  outcome: "completed"
flow_run:
  drv_cap: 0
  warning_count: 32
min_path:
  min_path_type: "reg -> reg"
[metal layers]
metal	share of wire	GRT usage	vias up
li1	-	-	1145
met1	0.55	0.1544	951
met2	0.41	0.1477	32
met4	0.012	0.01083	0
met5	0	0	-
met3	0.028	0.01230	6
[per-stage QoR]
step                utilization  power [mW]  setup WS (ps)  hold slack [ps]  instance area (sq um)
floorplan                     -      0.2430           3981            434.8                   3079
finish                   0.3564      0.4647           3757            469.9                   3516
global route             0.3564      0.4792           3606            486.0                   3516
CTS                      0.3564      0.4686           3759            475.2                   3516
detailed placement       0.3446      0.2459           3766            461.3                   3400
global placement         0.3446      0.2458           3813            450.9                   3400
[power by group through the flow]
stage	clock network [mW]	registers [mW]	logic [mW]
after global routing	0.238	0.234	0.00690
after CTS	0.228	0.235	0.00622
final	0.224	0.235	0.00589
[critical path, delay by kind of cell, from the launching register on]
| family | cells | cell delay (ps) |
|---|---|---|
| simple gates | 4 | 1460 |
| flops | 1 | 360 |
[path summary, 6_finish.rpt]
| path | startpoint | to | slack [ps] | cells past startpoint |
|---|---|---|---|---|
| worst min register to register | millisecond.count[31] | millisecond.count[31] | 470 | 1 |
| worst max-delay path | millisecond.count[19] | millisecond.count[4] | 3760 | 4 |
| worst max register to register | millisecond.count[19] | millisecond.count[4] | 3760 | 4 |
| worst min-delay path | millisecond.count[31] | millisecond.count[31] | 470 | 1 |
[cell usage after synthesis, drive strengths merged]
| cell | count | area, sq um |
|---|---|---|
| and3b | 2 | 17.52 |
| a31oi | 1 | 6.260 |
| nor2 | 30 | 112.6 |
| mux2 | 2 | 22.52 |
| nand3 | 18 | 90.09 |
| or2 | 1 | 6.260 |
| xor2 | 9 | 78.83 |
| nand3b | 3 | 22.52 |
| nor3b | 1 | 7.510 |
| clkbuf | 4 | 16.26 |
| dlxtn | 16 | 240.2 |
| a211oi | 2 | 15.01 |
| dfxtp | 63 | 1261 |
| o21a | 1 | 7.510 |
| buf | 4 | 30.03 |
| and3 | 7 | 43.79 |
| nor4 | 7 | 50.05 |
| nor2b | 3 | 18.77 |
| nand2 | 27 | 101.4 |
| or3 | 2 | 12.51 |
| conb | 1 | 3.750 |
| o22ai | 1 | 6.260 |
| nand4 | 14 | 93.84 |
| inv | 12 | 45.04 |
| o21ai | 9 | 45.04 |
| o41ai | 1 | 8.760 |
| a21o | 1 | 7.510 |
| a21oi | 8 | 40.04 |
| or4 | 3 | 22.52 |
| nand4b | 1 | 8.760 |
| xnor2 | 33 | 289.0 |
| nor3 | 8 | 40.04 |
| and4 | 2 | 17.52 |
| nand2b | 4 | 25.02 |
| and2 | 3 | 18.77 |
| o31ai | 2 | 15.01 |
| ha | 15 | 187.7 |
| o211ai | 1 | 7.510 |
| nor4b | 2 | 32.53 |
[logic make-up (layout without fill, tap and decap cells)]
group	Yosys count	in the layout	synth area share
latches	16	16	0.07811
multiplexers	2	2	0.007323
adder cells (fa/ha/maj)	15	15	0.06103
other	1	2	0.001219
flip-flops	63	63	0.4101
AND-OR/OR-AND	27	27	0.05167
AND/OR/NAND/NOR	138	138	0.2413
buffers and inverters	20	40	0.02970
XOR/XNOR	42	42	0.1196
[layout make-up]
class | instances | share of cell area
flip-flops and latches | 79 | 0.4270
multi-input cells | 226 | 0.4228
repair buffers | 20 | 0.05694
well taps | 133 | 0.04733
clock buffers | 7 | 0.02456
inverters | 12 | 0.01281
clock inverters | 1 | 0.008541
[registers in the layout, indices dropped and copies added (netlist names)]
signal	count
millisecond.second_m	1
m13_ms.clk_1s	1
m13_sec.six_ten	8
Time_out	16
m13_sec.count_carry	1
m13_ms.ms	12
millisecond.count	32
m13_min.six_ten	8
[cells in the final DEF (no fill, tap or decap), types with 2 or more instances in the layout]
cell type and n:
a211oi_1 2, a21oi_1 8, and2_1 3, and3_1 7, and3b_1 2, and4_1 2, clkbuf_8 6, clkdlybuf4s50_1 20
conb_1 2, dfxtp_1 63, dlxtn_1 16, ha_1 15, inv_1 12, mux2_2 2, nand2_1 27, nand2b_1 4
nand3_1 18, nand3b_1 3, nand4_1 13, nor2_1 30, nor2b_1 3, nor3_1 8, nor4_1 6, o21ai_0 9
o31ai_1 2, or3_1 2, or4_1 3, xnor2_1 33, xor2_1 9
Power and IR drop assume default switching activity.
