`/design/flow/config.mk`:
```
export PLATFORM = sky130hd
export DESIGN_NAME = MUX2T1_64
export DESIGN_NICKNAME = MUX2T1_64
export VERILOG_FILES = /design/flow/design.v
export SDC_FILE = /design/flow/constraint.sdc
export NUM_CORES = 4
export LEC_CHECK = 1
export CORE_AREA = 10 10 84 84
export DIE_AREA = 0 0 94 94
```
`/design/flow/constraint.sdc`:
```
current_design MUX2T1_64

set clk_period 1.0
set clk_io_pct 0.2

create_clock -name clk0 -period $clk_period

set non_clock_inputs [all_inputs -no_clocks]
set_input_delay [expr $clk_period * $clk_io_pct] -clock clk0 $non_clock_inputs
set_output_delay [expr $clk_period * $clk_io_pct] -clock clk0 [all_outputs]
```
`/design/flow/design.v`:
```
`timescale 1ns / 1ps
module MUX2T1_64(s, a, b, o);
input  s;
input  [63:0] a;
input  [63:0] b;
output [63:0] o;
assign o = (s == 1'b0) ? a : b;
endmodule
```
`/design/flow/run.sh`:
```
#!/bin/bash
# OpenROAD 26Q1-2900-gdf79404cd8, Yosys 0.63+post, stock flow scripts
make -C /OpenROAD-flow-scripts/flow DESIGN_CONFIG=/design/flow/config.mk WORK_HOME=/design/flow/orfs finish
```
==> ci_impl_report.md <==
### Metrics collected by this job

| Metric | Value |
|---|---|
| Synth warn | 0 |
| Most used cell, CP | buf_16 |
| # DRC | 0 |
| Gr ovfl total | 0 |
| Die height | 94 µm |
| Non-Filler Instances | 339 |
| Final period util | 119% |
| Initial Util | 20.7% |
| Synthesized instance count | 71 |
| Setup violations, final | 64 |
| Failing checks | negative setup slack |
| Fraction of layout cells with a size suffix above 1 | 52.4% |
| Top-level I/O count | 193 |
| Dpl cells | 331 |
| GRT Overall Usage | 13.8% |
| Mapped Area | 0.00108 mm² |
| Syn avg cell area | 15.2 µm² |
| Routed WL | 6920 µm |
| Largest net degree at the start of global routing | 11 |
| Buffers on Ports | 193 |
| Hold EP | o[0] |
| Max_slew headroom | 93.9% |
| Pwr/cell area | 407 mW/mm² |
| CTS Hold Bufs | 0 |
| Vias in the first global route | 1,507 |
| Die width | 94 µm |
| LEAKAGE | 1.74 nW |
| Crit path required time | 0.80 ns |
| Initial antenna violation count | 0 |
| Log Warnings | 35 |
| Hold Crit Class | input port to primary output |
| Worst path bufs/invs | 4 |
| DR vias | 1,322 |
| Final hold vios | 0 |
| Worst path top cell family by delay | buffers and inverters |
| Worst slew pin tran | 0.0909 ns |
| Max incr delay on CP | 0.28 ns |
| Area post-placement | 0.00304 mm² |
| CP arrival | 0.99 ns |
| Post-synth top area cell | mux2_4 |
| Final instance area | 0.00315 mm² |
| Hold_sp | b[0] |
| Wirelength per Cell | 20.4 µm |
| Drt pass-1 iters | 2 |
| Tmin final | 1.19 ns |
| Routability Congestion | 0.823 |
| Total die area | 0.00884 mm² |
| Register area share after synthesis | 0% |
| Post-route antenna net violation count | 0 |
| Max VDD drop | 168 µV |
| Rows | 26 |
| Stages on the worst setup path | 5 |
| Crit path capture type | primary output |
| Crit path max-delay cell type | mux2_4 |
| Dpl hpwl | 6070 µm |
| Max Clk Rate | 0.843 GHz |
| Area leader share | 83.6% |
| Core Box Area | 0.00520 mm² |
| First-pass GRT wire length | 9240 µm |
| Crit path max fanout | 5 |
| Register Area | 0 µm² |
| Worst Hold Path Cells | 3 |
| Max_cap viols | 0 |
| Yosys chip area | 0.00108 mm² |
| # diodes | 0 |
| Synth unique cells | 4 |
| Outcome | complete, but fails checks |
| Worst path cell trace | buf_16, buf_16, buf_12, mux2_4, buf_2 |
| RSZ-0062 raised after global routing | true |
| Starting DRT DRC Count | 17 |
| Vias per cell | 3.90 |
| # Cells Yosys | 71 |
| Fin. max-slew vios | 0 |
| Seq cells | 0 |
| Clock buf count | 0 |
| Crit path launch type | input port |
| Area grow syn2layout | 192% |
| Biggest area cells | mux2_4, buf_12, mux2_2 |
| Final setup margin | -0.186 ns |
| Worst Setup Path Type | input port to primary output |
## metal layers
layer  up-vias  GRT usage, %  part of all wire [%]
met4         0         0.380                     0
met5         -             0                     0
met2        77          27.8                    58
met3         0          5.90                    11
li1        673             -                     -
met1       572          13.0                    31
## synth_stat cells
library cell,count
mux2_4,60
buf_6,1
mux2_2,4
buf_12,6
## through the flow
stage	total power, mW	hold slack, ns	setup WS, ns	utilization, %	setup TNS (ns)
finish	1.28	0.698	-0.186	60.4	-6.42
global route	1.36	0.714	-0.199	60.4	-7.39
CTS	1.22	0.798	-0.233	57.1	-8.47
detailed placement	1.34	1.33	-0.541	58.5	-31.87
global placement	1.34	1.33	-0.545	58.5	-32.06
floorplan	0.408	0.498	0.00255	-	0
## cell families after synthesis
family                 synth area share [%]
buffers and inverters                  12.2
muxes                                  87.8
## cells in the final DEF, fill, tap and decap left out
cell             Yosys  layout
clkdlybuf4s50_1      0       4
buf_2                0      11
dlygate4sd2_1        0     118
buf_12               6       5
buf_16               0       5
mux2_4              60      63
clkbuf_16            0       3
mux2_2               4       1
clkbuf_2             0       2
buf_6                1      51
dlymetal6s2s_1       0       6
## tightest hold or removal path: stages
cell and delay, ns:
dlymetal6s2s_1 0.08, mux2_4 0.14, buf_6 0.08
## how the worst max path moves through the flow
stage     startpoint  endpoint  slack (ns)
6_report           s     o[17]       -0.19
5_1_grt            s     o[17]       -0.20
4_1_cts            s     o[63]       -0.23
## timing repair
action | CTS | global route
setup buffers | 1 | 0
resized | 368 | 24
endpoints found under the setup margin | 64 | 64
cloned | 4 | 3
## cell type report
cell class | count | area, µm²
Tap cell | 70 | 87.6
Fill cell | 493 | 2060
Multi-Input combinational cell | 64 | 957
Timing Repair Buffer | 205 | 2100
## power breakdown
| group | leakage [nW] | internal, mW | total, mW | switching [mW] |
|---|---|---|---|---|
| sequential | 0 | 0 | 0 | 0 |
| clock | 0 | 0 | 0 | 0 |
| combinational | 1.74 | 0.980 | 1.28 | 0.300 |
Power and IR drop assume default switching activity.
